[design/flow/design.v]
`default_nettype none `timescale 1ns / 1ns
module audio_oscillator #(
    parameter integer SAMPLE_SIZE = 16
) (
    input wire clk,
    input wire reset_n,
    input wire [31:0] divisor,
    input wire [7:0] duty,
    input wire waveform,
    output reg tvalid,
    output wire [SAMPLE_SIZE-1:0] tdata,
    input wire tready
);
  localparam StateHigh = 0;
  localparam StateLow = 1;
  localparam integer DutyStep = 2 ** 25;  
  reg [31:0] clk_counter;
  reg state;
  reg counter_pulse;
  wire transaction;
  wire [SAMPLE_SIZE-1:0] saw;
  reg [SAMPLE_SIZE-1:0] square;
  assign transaction = tvalid & tready;
  assign tdata       = waveform ? square : saw;
  assign saw         = clk_counter[31:32-SAMPLE_SIZE];
  always @(posedge clk) begin
    case (state)
      StateHigh: begin
        square <= {1'b0, {SAMPLE_SIZE - 1{1'b1}}};
        if (clk_counter > duty * DutyStep) begin
          state <= StateLow;
        end
      end
      StateLow: begin
        square <= {1'b1, {SAMPLE_SIZE - 1{1'b0}}};
        if (counter_pulse) begin
          state <= StateHigh;
        end
      end
      default: begin
      end
    endcase
    if (!reset_n) begin
      square <= 0;
      state  <= StateHigh;
    end
  end
  always @(posedge clk) begin
    tvalid <= 1;
    if (transaction) begin
      {counter_pulse, clk_counter} <= clk_counter + divisor;
    end
    if (!reset_n) begin
      tvalid        <= 0;
      clk_counter   <= 0;
      counter_pulse <= 0;
    end
  end
endmodule
`default_nettype wire
[design/flow/run.sh]
#!/bin/bash
# OpenROAD 26Q1-2900-gdf79404cd8, Yosys 0.63+post, stock flow scripts
make -C /OpenROAD-flow-scripts/flow DESIGN_CONFIG=/design/flow/config.mk WORK_HOME=/design/flow/orfs finish
[design/flow/constraint.sdc]
current_design audio_oscillator

set clk_period 10.4
set clk_io_pct 0.2

create_clock -name clk0 -period $clk_period [get_ports {clk}]

set non_clock_inputs [all_inputs -no_clocks]
set_input_delay [expr $clk_period * $clk_io_pct] -clock clk0 $non_clock_inputs
set_output_delay [expr $clk_period * $clk_io_pct] -clock clk0 [all_outputs]
[design/flow/config.mk]
export PLATFORM = sky130hd
export DESIGN_NAME = audio_oscillator
export DESIGN_NICKNAME = audio_oscillator
export VERILOG_FILES = /design/flow/design.v
export SDC_FILE = /design/flow/constraint.sdc
export NUM_CORES = 4
export LEC_CHECK = 1
export CORE_UTILIZATION = 50
==> metrics.log <==
[metrics] run summary
[metrics] pin count of the biggest net entering global routing: 25
[metrics] via count of the first global-routing pass: 2913
[metrics] sum of negative setup slack: 0 ns
[metrics] leak pwr: 1.708 nW
[metrics] DRC marker count from the first detailed-route iteration: 163
[metrics] max-cap violation count: 0
[metrics] clock power share: 0.232
[metrics] Met1 Wirelength: roughly 4300 um
[metrics] number of OpenROAD warnings: 27
[metrics] Worst path most repeated cell: sky130_fd_sc_hd__clkdlybuf4s50_1
[metrics] cells along the critical path: clkdlybuf4s50_1 -> nand2_1 -> o21ai_0 -> clkdlybuf4s50_1
[metrics] global-route wire length before repair: 14220 um
[metrics] uppermost metal layer occupied by signal nets: met4
[metrics] site row count: 29
[metrics] multi-input logic area: 2445 um^2
[metrics] final max-slew violation count: 0
[metrics] number of buffers inserted for hold repair after clock tree synthesis: 0
[metrics] slowest cell on the critical path: sky130_fd_sc_hd__clkdlybuf4s50_1
[metrics] post-layout util: 0.6317
[metrics] Worst R2R Setup Slack: 7.67 ns
[metrics] leading cell type in the layout, fill and taps excluded: sky130_fd_sc_hd__nand2_1
[metrics] area share of the largest cell type after synthesis: 0.2172
[metrics] count of placed standard cells in the final layout, fillers left out: 582
[metrics] total buffers and inverters traversed by the critical path: 2
[metrics] Crit Reg-Reg Endpoint: clk_counter[28]
[metrics] Via-to-Cell Ratio: 5.588
[metrics] detailed placement HPWL: 6405 um
[metrics] Detailed Route WL: around 8400 um
[metrics] share of power burned in combinational logic: 0.407
[metrics] number of cells in Yosys stat: 463
[metrics] Synth-to-Final Area Change: 19.67%
[metrics] result of the run: finished, final reports clean
[metrics] CTS tree: yes
[metrics] arrival time reported for the critical path endpoint: 4.20 ns
[metrics] mux share: 0.003303
[metrics] internal cell power: about 0.29 mW
[metrics] initial antenna violation count: 0
[metrics] Resized Gates After CTS: 0
[metrics] Synthesized registers: 37
[metrics] net switching power figure: 0.1675 mW
[metrics] antenna diode count: 0
[metrics] flip-flop cell with the highest count after synthesis: sky130_fd_sc_hd__dfxtp_1
[metrics] distinct cell type count of the synthesized netlist: 50
[metrics] endpoint class of the critical path: primary output
[metrics] endpoint of the most critical setup path: tdata[12]
[metrics] highest attainable clock frequency: 159.3 MHz
[metrics] overall power of the completed layout: 0.4546 mW
[metrics] Hold Fails Final Rpt: 0
[metrics] length of the first detailed-routing pass in iterations: 14
[metrics] overflow left after global routing: 0
[metrics] count of flip-flops with a built-in enable after synthesis: 0
[metrics] required time of the worst setup path: 8.32 ns
[metrics] worst hold slack across all endpoints: roughly 0.47 ns
[metrics] number of warning messages in the yosys log: 1
[metrics] Crit Path Category: input port to primary output
[metrics] Met2 Wirelength: roughly 3700 um
[metrics] HP Class: register to register
[metrics] worst-case clock buffer depth: 2
[metrics] Max-slew headroom: 0.4706
[metrics] Setup Buffers After CTS: 0
[metrics] synthesis area per yosys: between 3000 and 4000 um^2
[metrics] overall fraction of global-route tracks in use: 0.2508
[metrics] adder and majority cell fraction of the synthesized area: 0.1490
[metrics] setup repair after global routing missed its margin: false
[metrics] crit path launch type: input port
[metrics] Crit Reg-Reg Startpoint: clk_counter[0]
[metrics] launch point of the worst path: waveform
[metrics] worst skew pair latency: 0.29 ns
[metrics] Sw Share: 0.3684
[metrics] cell types with the largest area share after synthesis: sky130_fd_sc_hd__dfxtp_1 22%, sky130_fd_sc_hd__ha_1 14%, sky130_fd_sc_hd__o21ai_0 8.2%, sky130_fd_sc_hd__nand2_1 6.8%, sky130_fd_sc_hd__a21oi_1 6.2%
[metrics] delay-heaviest family, CP: buffers and inverters
[metrics] slew at the pin closest to its max-slew limit: 0.7921 ns
[metrics] footprint of the flip-flops and latches: 740.7 um^2
[metrics] placed instance count: 574
[metrics] overall die height: 84.58 um
[metrics] Worst Clk Skew: 0.008673 ns
[metrics] number of DRC violations after detailed routing: 0
[metrics] antenna violation net count after detailed routing: 0
[metrics] vias after detailed routing: 3252
[metrics] Power Density: 111.4 nW/um^2
[metrics] fraction of the core area occupied by cells at floorplan: 0.5279
[metrics] routed wirelength normalized by instance count: about 14 um
[metrics] fraction of layout cells with a size suffix above 1: 0.03960
[metrics] clock root buffer: sky130_fd_sc_hd__clkbuf_8
[metrics] top fanout value on the critical path: 17
[metrics] number of cells on the worst reg-to-reg path: 9
[metrics] Largest stage delay, worst path: 0.85 ns
[metrics] area share of and-or/or-and cells after synthesis: 0.2873
[metrics] xor/xnor cell area share of the yosys netlist: 0.07193
[metrics] IO Port Bufs: 59
[metrics] share of synthesized cell area in and, or, nand and nor gates: 0.2055
[metrics] area of the die: a little over 7000 um^2
[metrics] Critical Path Stages: 4
[metrics] Final setup violation count: 0
[metrics] Num Clock Sinks: 37
[metrics] core area: 6459 um^2
[metrics] sequential share of power: 0.361
[metrics] Dominant comb cell: AND-OR/OR-AND gates
[metrics] H-tree levels: 2
[metrics] post-synthesis sequential area ratio: 0.2172
[metrics] total standard cell area after synthesis: 3410 um^2
[metrics] met3 WL post-DR: 347 um
[metrics] Mapped Avg Cell Area: 7.364 um^2
[metrics] top cell type by total area after synthesis: sky130_fd_sc_hd__dfxtp_1
[metrics] Final Critical Period: 6.279 ns
[metrics] number of placed I/O pins: 61
[metrics] GPL Wtd Cong: approximately 0.91
[metrics] worst ir drop on vdd: 72.71 uV
[metrics] top logic cells by instance count in the layout: 62 x sky130_fd_sc_hd__nand2_1, 59 x sky130_fd_sc_hd__clkdlybuf4s50_1, 56 x sky130_fd_sc_hd__o21ai_0, 42 x sky130_fd_sc_hd__a21oi_1, 39 x sky130_fd_sc_hd__ha_1
[metrics] cell count after synthesis: roughly 460
[metrics] clock transition time at the flip-flop clock pins of the worst setup and hold paths: 0.08 ns
[metrics] final clock period utilization by the worst path: 0.6037
[metrics] number of buffers created by CTS: 5
[metrics] die outline width: 84.58 um
[metrics] async set-reset flop share out of synthesis: 0
[metrics] number of filler instances in the final layout: 592
cell families (layout without fill, tap and decap cells):
logic type	count (synthesis)	count (layout)
AOI/OAI and AO/OA	155	155
xor gates and xnor gates	28	28
adders and majority gates	40	40
buffers and inverters	56	98
DFF	37	37
muxes	1	1
and+or+nand+nor	146	146
final cells by class:
class,count,area share
clock buffer,5,0.01687
clock inverter,3,0.005520
inverter,31,0.02852
multi-input combinational,370,0.5992
sequential,37,0.1815
tap,77,0.02361
timing repair buffer,59,0.1447
layer usage:
layer,vias to the layer above,GRT usage
met5,-,0
met2,74,0.4087
met3,2,0.02490
li1,1729,-
met4,0,0.01695
met1,1447,0.3847
worst min path at each step:
| stage | startpoint | to | slack, ns | cells past startpoint |
|---|---|---|---|---|
| 6_report | state | square[14] | 0.47 | 1 |
| 4_1_cts | state | square[14] | 0.48 | 1 |
| 5_1_grt | clk_counter[14] | clk_counter[14] | 0.51 | 2 |
per-stage QoR:
step | area, um^2 | setup WS [ns]
finish | 4080 | 4.121
global placement | 3989 | 4.185
CTS | 4080 | 4.117
floorplan | 3410 | 5.859
detailed placement | 3989 | 4.126
global route | 4080 | 3.930
worst register-to-register path, delay by kind of cell, from the launching register on:
kind | cells | cell delay (ns)
fa+ha+maj | 2 | 0.63
compound gates | 6 | 1.43
flops | 1 | 0.36
xor+xnor | 1 | 0.17
Yosys cell counts, drive strengths merged (6+ instances only):
library cell,count
ha,39
clkbuf,16
a21oi,44
nor2,19
a21boi,6
buf,9
nand4,12
xor2,15
o21ai,64
o21bai,6
a21o,10
and2,14
nand3,11
nand2,62
inv,31
xnor2,13
dfxtp,37
a31oi,6
nor4,8
registers in the layout, summed over array words and instances, names as in the netlist:
signal,cells
clk_counter,32
counter_pulse,1
square,2
state,1
tvalid,1
power by group through the flow:
stage	Clock [mW]	Sequential, mW	Combinational, mW
final	0.106	0.164	0.185
after global routing	0.117	0.166	0.208
after CTS	0.111	0.164	0.184
Power figures rest on the tool's default switching activity, not on a simulated workload.
